===== flow/config.mk =====
export PLATFORM = sky130hd
export DESIGN_NAME = display
export DESIGN_NICKNAME = display
export VERILOG_FILES = /design/flow/design.v
export SDC_FILE = /design/flow/constraint.sdc
export NUM_CORES = 4
export LEC_CHECK = 1
export CORE_UTILIZATION = 30

===== flow/constraint.sdc =====
current_design display

set clk_period 3.5
set clk_io_pct 0.2

create_clock -name clk0 -period $clk_period [get_ports {clk}]

set non_clock_inputs [all_inputs -no_clocks]
set_input_delay [expr $clk_period * $clk_io_pct] -clock clk0 $non_clock_inputs
set_output_delay [expr $clk_period * $clk_io_pct] -clock clk0 [all_outputs]

===== flow/design.v =====
`timescale 1ns / 1ps
module clockDividers(clk, rst, clk_1, seg_clk, blink_clk
    );
	input wire clk;
	input wire rst;
	output wire clk_1;
	output wire seg_clk;
	output wire blink_clk;
	localparam ONE_DIV = 50000000;
	localparam SEG_DIV = 50000;
	localparam BLINK_DIV = 12500000;
	reg[31:0] one, seg, blink;
	reg clk_1_prime, clk_seg_prime, clk_blink_prime;
	always @(posedge(clk) or posedge(rst)) begin
		if(rst)
		begin 
			one <= 0;
			clk_1_prime <= 1'b0;
		end
		else if(one == ONE_DIV - 1) begin
			one <= 0;
			clk_1_prime <= ~clk_1_prime;
		end
		else if(seg == SEG_DIV - 1) begin
			seg <= 0;
			clk_seg_prime <= ~clk_seg_prime;
		end
		else if(blink== BLINK_DIV - 1) begin
			blink <= 0;
			clk_blink_prime <= ~clk_blink_prime;
		end
		else begin
			one <= one + 1;
			clk_1_prime <= clk_1_prime;
			seg <= seg + 1;
			clk_seg_prime <= clk_seg_prime;
			blink <= blink + 1;
			clk_blink_prime <= clk_blink_prime;
		end
	end
	assign seg_clk = clk_seg_prime;
	assign blink_clk = clk_blink_prime;
	assign clk_1 = clk_1_prime;
endmodule
`timescale 1ns / 1ps
module counter(rst, clk, p, select, num, adj, sec_0, sec_1, min_0, min_1, Led
    );
	input wire clk;
	input wire rst;
	output reg [3:0] sec_0;
	output reg [3:0] sec_1;
	output reg [3:0] min_0;
	output reg [3:0] min_1;
	output reg Led;
	input wire p;
	input wire adj;
	input wire [3:0] num;
	input wire [1:0] select;
	reg [26:0] counter;
	reg [3:0] sec_0_temp, sec_1_temp, min_0_temp, min_1_temp;
	reg paused=0;
	reg g = 0;
	always @(posedge p or posedge clk) 
	begin
		if(p) begin
			paused <= ~paused;
			g=1;
		end
		else begin
			paused <= paused;
			g = 0;
		end
	end
	always @(posedge(clk) or posedge(rst))
	begin
		if (rst) begin 
			sec_0 <= 4'b0;
			sec_1 <= 4'b0;
			min_0 <= 4'b0;
			min_1 <= 4'b0;
			sec_0_temp <= 4'b0;
			sec_1_temp <= 4'b0;
			min_0_temp <= 4'b0;
			min_1_temp <= 4'b0;
			counter <= 27'b0;
		end
		else if(counter ==  (100000000 - 1) && ~paused && ~adj) begin
			counter <= 27'b0;
			sec_0 <= sec_0 + 4'b1;
			if(sec_0 == 9) 
			begin
				sec_0 <= 4'b0;
				sec_1 <= sec_1 + 4'b1;
				if(sec_1 == 5) begin
					sec_1 <= 0;
					min_0 <= min_0 + 4'b1;
					if(min_0 == 9)
					begin
						min_0 <= 0;
						min_1 <= min_1 + 4'b1;
						if(min_1 == 9) begin
							min_0 <=0;
							min_1 <=0;
							sec_0 <= 0;
							sec_1 <= 0;
						end
					end
				end
			end
		end
		else if(~paused && ~adj) begin
			counter <= counter + 27'b1;
		end	
		else if(adj) begin
			if(select == 0) 
			begin
				if(num <= 9) begin
					sec_0_temp <= num;
				end
				else sec_0_temp <= 9;
				if(g)
					sec_0 <= sec_0_temp;
			end
			if(select == 1)
			begin
				if(num <= 5) sec_1_temp <= num;
				else sec_1_temp <= 5;
				if(g)
					sec_1 <= sec_1_temp;
			end
			if(select == 2)
			begin
				if(num <= 9) min_0_temp <= num;
				else min_0_temp <= 9;
				if(g)
					min_0 <= min_0_temp;
			end
			if(select == 3) begin
				if(num <= 9) min_1_temp <= num;
				else min_1_temp <= 9;
				if(g)
					min_1 <= min_1_temp;
			end
		end
	end
	always@ (posedge(clk) or posedge(rst))
	begin
		if(rst == 1'b1)
			Led <= 1'b0;
		else if(counter == (100000000 - 1))
			Led <= ~Led;
		else
			Led <= Led;
	end
endmodule
`timescale 1ns / 1ps
module display( clk, rst, seg, an, Led, sw, reset, pause
    );
input wire clk;
input wire rst;
input wire [7:0] sw;
input wire reset;
input wire pause;
output reg [7:0] seg;
output reg [3:0] an;
output wire Led;
wire is_btnP_posedge;
wire is_reset_posedge;
reg [2:0] step_d;
reg [2:0] step_r;
reg [16:0]  clk_dv;
reg         clk_en;
reg         clk_en_d;
wire [17:0] clk_dv_inc;
wire clk_1;
wire seg_clk;
wire blink_clk;
wire [7:0] s_first;
wire [7:0] s_second;
wire [7:0] s_third;
wire [7:0] s_fourth;
wire [7:0] s_blank;
wire [3:0] sec0;
wire [3:0] sec1;
wire [3:0] min0;
wire [3:0] min1;
wire [3:0] num = sw[7:4];
wire adjust = sw[2];
wire [1:0] select = sw[1:0];
reg [1:0] c = 1;
assign clk_dv_inc = clk_dv + 1;
   always @ (posedge clk)
     if (rst)
       begin
          clk_dv   <= 0;
          clk_en   <= 1'b0;
          clk_en_d <= 1'b0;
       end
     else
       begin
          clk_dv   <= clk_dv_inc[16:0];
          clk_en   <= clk_dv_inc[17];
          clk_en_d <= clk_en;
       end
   assign is_btnP_posedge = ~ step_d[0] & step_d[1];
	assign is_reset_posedge = ~step_r[0] & step_r[1];
   always @ (posedge clk)
     if (rst) begin
			step_d[2:0]  <= 0;
			step_r[2:0]  <= 0;
	  end
     else if (clk_en) begin 
          step_d[2:0]  <= {pause, step_d[2:1]};
			 step_r[2:0]  <= {reset, step_r[2:1]};
	  end
clockDividers gg1(.clk(clk), .rst(is_reset_posedge), .clk_1(clk_1), .seg_clk(seg_clk), .blink_clk(blink_clk));
counter gg2(.clk(clk), .rst(is_reset_posedge), .select(select), .num(num), .sec_0(sec0), .sec_1(sec1), .min_0(min0), .min_1(min1), .Led(Led), .adj(adjust), .p(is_btnP_posedge));
seven_seg s1 (.num(sec0), .seven_s(s_first));
seven_seg s2 (.num(sec1), .seven_s(s_second));
seven_seg s3 (.num(min0), .seven_s(s_third));
seven_seg s4 (.num(min1), .seven_s(s_fourth));
seven_seg blank (.num(4'b1100), .seven_s(s_blank));
always @(posedge seg_clk) begin
	if(1) begin
		if(c == 0) 
		begin
			an  <= 4'b1110;
			if(adjust && (select == 0))
			begin
				if(blink_clk) begin
					seg <= s_first;
				end
				else seg <= s_blank;
			end
			else 
				seg <= s_first;
			c <= c + 1;
		end
		if(c == 1) 
		begin
			an <= 4'b1101;
			if(adjust && (select == 1))
			begin
				if(blink_clk) begin
					seg <= s_second;
				end
				else seg <= s_blank;
			end
			else 
				seg <= s_second;
			c <= c+1;
		end	
		if(c == 2) begin
			an <= 4'b1011;
			if(adjust && (select == 2)) begin
				if(blink_clk) begin 
					seg <= s_third;
				end
				else seg <= s_blank;
			end
			else
				seg <= s_third;
			c <= c+1;
		end
		if(c == 3) begin
			an <= 4'b0111;
			if(adjust && (select ==3)) begin
				if(blink_clk) begin 
					seg <= s_fourth;
				end
				else seg <= s_blank;
			end
			else 
				seg <= s_fourth;
			c <= c +1;
		end
	end
end
endmodule
module seven_seg( num, seven_s
    );
input wire [3:0] num;
output wire [7:0] seven_s;
reg [7:0] s;
always @(*) begin
case(num)
	4'b0000: s = 8'b11000000;
	4'b0001: s = 8'b11111001;
	4'b0010: s = 8'b10100100;
	4'b0011: s = 8'b10110000;
	4'b0100: s = 8'b10011001;
	4'b0101: s = 8'b10010010;
	4'b0110: s = 8'b10000010;
	4'b0111: s = 8'b11111000;
	4'b1000: s = 8'b10000000;
	4'b1001: s = 8'b10010000;
	default: s = 8'b11111111;
endcase
end 
assign seven_s = s;
endmodule

===== flow/run.sh =====
#!/bin/bash
# OpenROAD 26Q1-2900-gdf79404cd8, Yosys 0.63+post, stock flow scripts
make -C /OpenROAD-flow-scripts/flow DESIGN_CONFIG=/design/flow/config.mk WORK_HOME=/design/flow/orfs finish

==> impl_metrics.tcl <==
# metrics dict for downstream scripts
set metrics [dict create \
    outcome "completed" \
    layout_top_cell "nor2_1" \
    unclocked_pins 14 \
    register_area_um2 5160 \
    power_density_nw_per_um2 473 \
    vias_per_cell 4.76 \
    final_cells 1544 \
    layout_top_cells "127 x nor2_1, 106 x nand2_1, 92 x dfrtp_1" \
    power_w 0.00553 \
    drive_gt1_share_pct 6.30 \
    n_fill_cell 3364 \
    totalWireLength_um 19600 \
    die_x_um 188 \
    required_ps 3850 \
    numCtsBuffers 17 \
    holdWs_ps 344 \
    vias 7352 \
    rsz0062_at_grt "no" \
    cts_tree "done" \
    tightest_slew_ps 831 \
    clock.latency.late_pin_ps 430 \
    cp_max_fo 8 \
    grt_pass1_vias 7116 \
    rows 67 \
    grt_max_degree 49 \
    slew_headroom_pct 44.1 \
    slew_viol_final 0 \
    port_buffers 22 \
    post-cts-setup-buffer-count 0 \
    critPathCaptureType "flop" \
    setup_viol 0 \
    num_antenna_cells 0 \
    clockRootBuffer "clkbuf_16" \
    logic_area_um2 4900 \
    layout_setup_ws_ps 673 \
    die_h_um 188 \
    fin_crit_sh_pct 80.8 \
    ys_warn_count 6 \
    synth-edff-count 75 \
    grt_usage_pct 12.0 \
    ant_nets 0 \
    max_freq_ghz 0.354 \
    ios 25 \
    post_cts_resize_count 0 \
    dp_slack_ps 268 \
    cts_max_level 4 \
    min_path_type "reg -> async" \
    ys_chip_area_um2 10300 \
    yosys_most_used_dff "dfrtp_1" \
    avgRoutedWirePerCell_um 12.7 \
    hpwl_um 13700 \
    grt_overflow 0 \
    netlist_area_um2 10300 \
    synth-seq-cells 197 \
    synthCells 1064 \
    dpl.cell_count 1512 \
    max_cap_violations 0 \
    coreArea_um2 33700 \
    p_leak_nw 4.66 \
    postCtsHoldBufs 0 \
    gp_congestion 0.845 \
    ys_types 63 \
    fin_skew_ps 10.5 \
    grt_pass1_wl_um 34600 \
    cts.path.max_buffers 2 \
    drtIter0Drc 467 \
    synth-async-reset-ratio_pct 47.2 \
    ys_cells 1064 \
    path_class "in -> reg" \
    clkSlewWorstSetupHoldPaths_ps 70 \
    critPathArrivalTime_ps 3180 \
    die-area_um2 35200 \
    drtPass1Iterations 5 \
    irDropWorstVdd_mv 0.343 \
    finalHoldViolCount 0 \
    unconstrained_endpoints 34 \
    antenna_found_initial 0 \
    syn_avg_cell_area_um2 9.73 \
    startpoint_type "input pin" \
    area_delta_synth_final_pct 13.0 \
    drc_errors 0 \
    fp-utilization_pct 30.7 \
    period_needed_ps 2830 \
    warning_count 48 \
]
[kinds of logic (layout without fill, tap and decap cells)]
logic type,count (synthesis),in the layout,share of synthesized area [%]
and+or+nand+nor,479,479,23.2
DFF,196,196,49.7
AOI/OAI and AO/OA,137,137,7.82
xor gates and xnor gates,115,115,9.73
buffers and inverters,77,109,3.02
adders and majority gates,31,31,3.75
muxes,26,26,2.56
other,2,2,0.0726
latches,1,1,0.145
[cells in the mapped netlist (4+ instances only)]
cell / n / share of area (%)
a21o_1: 7 / 0.51
xnor2_1: 65 / 5.5
nor2b_1: 5 / 0.30
nor3_1: 28 / 1.4
inv_1: 41 / 1.5
a21oi_1: 43 / 2.1
o31ai_1: 5 / 0.36
mux2i_1: 22 / 2.1
nor4_1: 25 / 1.5
nor2_1: 129 / 4.7
nor3b_1: 6 / 0.44
nand2_1: 106 / 3.8
or2_2: 6 / 0.36
xor2_1: 50 / 4.2
a221oi_1: 4 / 0.34
ha_1: 31 / 3.7
and4_1: 8 / 0.68
edfxtp_1: 75 / 22
and3_1: 20 / 1.2
nand4_1: 39 / 2.4
o21ai_0: 50 / 2.4
mux2_2: 4 / 0.44
nor4b_1: 6 / 0.51
dfrtp_1: 92 / 22
dfxtp_1: 28 / 5.4
clkbuf_1: 26 / 0.94
nand2b_1: 9 / 0.54
a211oi_1: 6 / 0.44
nand3b_1: 5 / 0.36
o21a_1: 8 / 0.58
nand3_1: 58 / 2.8
or3_1: 11 / 0.67
[area by class of cell]
type	instances	share of cell area, %
multi-input cells	790	41.9
well taps	448	4.79
clock inverters	13	1.26
inverters	41	1.32
clock buffers	19	3.88
repair buffers	36	2.78
flip-flops and latches	197	44.1
[metrics by stage]
step | setup TNS [ps] | instance area [um2] | util [%]
floorplan | -16860 | 10400 | -
global placement | 0 | 11100 | 32.9
detailed placement | 0 | 11100 | 32.9
CTS | 0 | 11700 | 34.7
global route | 0 | 11700 | 34.7
finish | 0 | 11700 | 34.7
[final timing paths]
kind / start / to / slack (ps) / cells past startpoint
worst min register to register: step_r[1] / gg1.one[0] / 340 / 1
max in group asynchronous: step_r[0] / gg1.one[20] / 2080 / 2
worst max-delay path: sw[2] / gg2.counter[20] / 670 / 6
min in group clk0: clk_dv[0] / clk_dv[0] / 470 / 1
worst min-delay path: step_r[1] / gg1.one[0] / 340 / 1
worst max register to register: gg2.counter[17] / gg2.min_0[2] / 880 / 6
[metal layers]
| layer | wire (um) | global-route usage [%] | up-vias |
|---|---|---|---|
| li1 | - | - | 3800 |
| met1 | 10300 | 19.4 | 3451 |
| met2 | 8540 | 18.0 | 85 |
| met3 | 586 | 2.04 | 16 |
| met4 | 220 | 1.34 | 0 |
| met5 | 0 | 0 | - |
[where the power goes]
group	internal, W	total, W	switching [W]	leakage, nW
clock	0.00110	0.00195	0.000844	0.287
sequential	0.00252	0.00284	0.000327	2.26
combinational	0.000362	0.000736	0.000374	2.11
[critical path: stages]
cell and delay (ps):
clkdlybuf4s50_1 530, or3b_4 440, or3_1 470, or3_1 510
or3_1 380, a21oi_1 140
[registers in the layout, summed over array words and instances, names as in the netlist, 7 cells and up]
| register | cells |
|---|---|
| clk_dv | 17 |
| gg1.blink | 32 |
| gg1.one | 32 |
| gg1.seg | 32 |
| gg2.counter | 27 |
| seg | 7 |
Power and IR drop assume default switching activity.
