==> ./design.v <==
`timescale 1ns / 1ps
module FPCVT ( D, S, E, F );
  input [11:0] D;
  output reg [3:0] F;
  output reg [2:0] E;
  output reg S;
  reg [11:0] out;
  reg bit5;
  always@(*) begin
    S = D[11];
    if(S == 1)
   	  out = -D;
    else
      out = D;
    if(out[11] == 1)
      begin
        F = 4'b1110;
        E = 7;
        bit5 = 1;
      end
    else if(out[10] == 1)
      begin
        F = out[10:7];
        E = 7;
        bit5 = out[6];
      end
    else if(out[9] == 1)
      begin
        F = out[9:6];
        E = 6;
        bit5 = out[5];
      end
    else if(out[8] == 1)
      begin
        F = out[8:5];
        E = 5;
        bit5 = out[4];
      end
    else if(out[7] == 1)
      begin
        F = out[7:4];
        E = 4;
        bit5 = out[3];
      end
    else if(out[6] == 1)
      begin
        F = out[6:3];
        E = 3;
        bit5 = out[2];
      end
    else if(out[5] == 1)
      begin
        F = out[5:2];
        E = 2;
        bit5 = out[1];
      end
    else if(out[4] == 1)
      begin
        F = out[4:1];
        E = 1;
        bit5 = out[0];
      end
    else
      begin
        F = out[3:0];
        E = 0;
        bit5 = 0;
      end
    if(bit5 == 1)
      begin
        F = F + 1;
        if(F == 0)
        	begin
              E = E + 1;
              if(E == 0)
              	begin
                  F = 15;
                  E = 7;
                end
              else
                  F = 8;
            end
      end
  end
endmodule
==> ./run.sh <==
#!/bin/bash
# OpenROAD 26Q1-2900-gdf79404cd8, Yosys 0.63+post, stock flow scripts
make -C /OpenROAD-flow-scripts/flow DESIGN_CONFIG=/design/flow/config.mk WORK_HOME=/design/flow/orfs finish
==> ./config.mk <==
export PLATFORM = sky130hd
export DESIGN_NAME = FPCVT
export DESIGN_NICKNAME = FPCVT
export VERILOG_FILES = /design/flow/design.v
export SDC_FILE = /design/flow/constraint.sdc
export NUM_CORES = 4
export LEC_CHECK = 1
export CORE_AREA = 10 10 71 71
export DIE_AREA = 0 0 81 81
==> ./constraint.sdc <==
current_design FPCVT

set clk_period 6.9
set clk_io_pct 0.2

create_clock -name clk0 -period $clk_period

set non_clock_inputs [all_inputs -no_clocks]
set_input_delay [expr $clk_period * $clk_io_pct] -clock clk0 $non_clock_inputs
set_output_delay [expr $clk_period * $clk_io_pct] -clock clk0 [all_outputs]
==> results.py <==
# Synthesis and PnR figures
metrics = {
    "run_status": {
        "status": "complete, no violations",
    },
    "power_and_ir_drop": {
        "ir_drop_uv": 32.0,
        "leakagePower_nw": 0.567,
        "power_frac_seq_pct": 0,
        "power.density_mw_per_mm2": 85.4,
        "pwr-share-comb_pct": 100.0,
        "swShare_pct": 49.9,
        "power_frac_clock_pct": 0,
        "p_int_w": 0.0000641,
        "p_sw_w": 0.0000639,
    },
    "cells_and_area": {
        "design.seq.count": 0,
        "clock_buffer_count": 0,
        "fin_cells": 245,
        "n_fill_cell": 395,
        "utilization_pct": 41.3,
        "fin_area_mm2": 0.00150,
        "areaGrowthSynthToFinish_pct": 29.1,
        "regArea_um2": 0,
        "drive_above_1_share_pct": 16.8,
    },
    "route": {
        "firstDrtPassIters": 4,
        "insertedDiodeCount": 0,
        "wl_per_cell_um": 14.2,
        "drc_errors": 0,
        "initialDrtViolationCount": 162,
        "ant_nets": 0,
        "vias": 1439,
        "wl_um": 3470,
        "via_per_inst": 5.87,
    },
    "worst_setup_path": {
        "critPathSlowestCell": "or3b_2",
        "crit_chain": "clkdlybuf4s50_1, inv_1, ha_2, or3b_2, or4_1, a21o_1, and2_4, or4_1, a31oi_2, and2_4, nand3_4, mux2_4, clkdlybuf4s50_1",
        "critical_path_class": "in -> out",
        "critPathLaunch": "D[1]",
        "critPathTopFamily": "simple AND/OR/NAND/NOR gates",
        "crit_end": "E[1]",
        "required_ps": 5520,
        "cp_slowest_stage_delay_ps": 520,
        "worstPathMaxFanout": 6,
        "cp-start-kind": "input port",
        "cp.depth": 13,
        "crit_buf_inv": 3,
        "cp-end-kind": "primary output",
        "crit_arrival_ps": 5300,
    },
    "grt": {
        "track_usage_pct": 10.7,
        "grt_pass1_wl_um": 6040,
        "grt_pass1_vias": 1280,
        "antenna_found_initial": 0,
        "grt_max_degree": 12,
        "grt_overflow_total": 0,
    },
    "placed_design": {
        "dp_slack_ps": 203,
        "place_congestion": 0.901,
        "port_buffers": 20,
        "placed_cells_incl_taps": 245,
        "place_area_mm2": 0.00149,
        "dp_hpwl_um": 2770,
    },
    "logic_synthesis": {
        "synthTopLogicFamily": "AND-OR/OR-AND gates",
        "seq_area_frac_synth_pct": 0,
        "adder_share_pct": 5.39,
        "synth.area.mux_share_pct": 3.99,
        "ys_types": 65,
        "synth-simple-area-share_pct": 35.9,
        "yosys_area_mm2": 0.00116,
        "synthesis.area_mm2": 0.00116,
        "ys_warn_count": 1,
        "ys_cells": 170,
        "xor_share_pct": 3.77,
        "synth.avg_cell_area_um2": 6.83,
        "synth_cells": 170,
        "synth.cellmix.compoundShare_pct": 43.9,
    },
    "run": {
        "drv_cap": 0,
        "warnings": 34,
    },
    "clocking": {
        "post_cts_buffers": 0,
    },
    "final_timing": {
        "max_clock_freq_mhz": 150,
        "setup_viol": 0,
        "rsz0062_at_grt": "no",
        "period_minus_slack_ps": 6680,
        "finalHoldViolCount": 0,
        "finalClockPeriodUsage_pct": 96.9,
        "setup_ws_ps": 216,
        "slew_viol_final": 0,
        "tns_ps": 0,
        "tightest_slew_ps": 587,
        "slew_headroom_pct": 60.8,
    },
    "floorplanning": {
        "io_pins": 20,
        "chipArea_mm2": 0.00656,
        "die_h_um": 81,
        "fp_util_pct": 32.0,
        "num_rows": 22,
        "core_area_mm2": 0.00363,
        "die_w_um": 81,
    },
    "worst_hold_path": {
        "hp-class": "in -> out",
    },
}
## cells in the mapped netlist, drive strengths merged (2+ instances only)
master	instances	area, um2
nor2	14	52.6
nand2	11	41.3
o21ai	11	55.1
nor3	10	55.1
a21oi	8	43.8
inv	8	30.0
clkbuf	6	22.5
nor2b	6	37.5
a31oi	5	37.5
ha	5	62.6
a22oi	4	30.0
and2	4	30.0
nand3	4	32.5
o2111ai	4	35.0
xor2	4	35.0
a211o	3	26.3
a21boi	3	22.5
a31o	3	26.3
buf	3	30.0
nand2b	3	18.8
o311ai	3	26.3
o31a	3	26.3
or2	3	18.8
or4	3	26.3
a211oi	2	15.0
a21o	2	15.0
a311oi	2	17.5
mux2	2	26.3
mux2i	2	20.0
nand4	2	12.5
nand4b	2	17.5
o211ai	2	15.0
o22ai	2	12.5
o31ai	2	15.0
or3	2	12.5
## final cells by class
type / count / area (um2) / share of cell area, %
Timing Repair Buffer: 36 / 320 / 21.4
Tap cell: 48 / 60.1 / 4.01
Multi-Input combinational cell: 153 / 1090 / 72.6
Inverter: 8 / 30.0 / 2.00
## through the flow
stage,total power (W),hold slack (ps)
finish,0.000128,3820
global placement,0.000128,3830
floorplan,0.0000775,2830
detailed placement,0.000127,3820
global route,0.000143,3880
CTS,0.000127,3820
## power by group through the flow
| stage | combinational (W) | sequential (W) | clock (W) |
|---|---|---|---|
| 5_1_grt | 0.000143 | 0 | 0 |
| 6_report | 0.000128 | 0 | 0 |
| 4_1_cts | 0.000127 | 0 | 0 |
## layout by cell type, fill, tap and decap left out, drive strengths merged, types with 3 or more instances in the layout
cell,instances
nor2b,6
nand3,4
a22oi,4
inv,8
clkdlybuf4s50,20
a31oi,5
and2,4
o31a,3
or4,3
o311ai,3
buf,16
a31o,3
nor2,14
o2111ai,4
nand2,11
nand2b,3
a21boi,3
xor2,4
a21oi,8
nor3,10
a211o,3
ha,5
o21ai,11
or2,3
## cells by family after synthesis
logic type / Yosys count
AND/OR/NAND/NOR: 71
multiplexers: 4
buffers and inverters: 17
adder cells (fa/ha/maj): 5
AND-OR/OR-AND: 68
XOR/XNOR: 5
## worst min path at each step
stage | to | slack (ps) | startpoint | depth (start not counted)
4_1_cts | S | 3820 | D[11] | 2
5_1_grt | S | 3880 | D[11] | 2
6_report | S | 3820 | D[11] | 2
## timing repair
action	in CTS	in global routing
endpoints found under the hold margin	0	0
gates resized	0	2
hold buffers	0	0
setup endpoints to repair	0	2
## per-layer routing
| metal | part of all wire, % | routed length (um) | global-route usage [%] |
|---|---|---|---|
| met1 | 47 | 1640 | 15.5 |
| met5 | 0 | 0 | 0 |
| met2 | 47 | 1650 | 17.8 |
| met4 | 0 | 0 | 0.519 |
| met3 | 5.4 | 186 | 0.445 |
Power is estimated from default activity; no workload was simulated.
